File: flow/design.v
`timescale 1ns / 1ps
module SPI(MOSI,CLK, MISO,w_valid, SCLK, resetn,CS_n, w_empty, w_dout, r_din, r_wr_en, w_rd_en);
parameter COUNT_WIDTH = 3;
parameter DATA_WIDTH = 8;
parameter ADDR_WIDTH = 8;
    input wire CLK;
    input wire resetn;  
    input wire MISO;
    output logic CS_n;
    output logic MOSI;
    output logic SCLK;
    input wire [ADDR_WIDTH+DATA_WIDTH:0] w_dout;
    input wire   w_empty;
    input        w_valid;
    output logic w_rd_en;
    output logic [DATA_WIDTH-1:0] r_din;
    output logic r_wr_en;
    logic Wr,R_wr_en;  
logic [DATA_WIDTH-1:0] R_SIPO;
parameter IDLE = 3'b000;
parameter READ_FIFO_0 = 3'b001;
parameter READ_ADDR = 3'b010;
parameter READ_WR_DATA = 3'b011;
parameter SHIFT_ZERO = 3'b100;
    logic [2:0] ps, ns;  
  logic [COUNT_WIDTH-1:0] count;
  logic count_start;
always_ff @ (posedge CLK, negedge resetn)
begin
    if(resetn == 1'b0)
    begin
        count <= 'b0;
    end
    else
    begin
        if(count_start == 1'b1)
        begin
            count <= count + 1;
        end
        else
        begin
            count <= 'b0;
        end
    end
end
    logic [(DATA_WIDTH + ADDR_WIDTH):0] In_PISO;
    logic load_en;
    logic shift;
    logic serial_out;
    logic PISO_data_valid;  
always_ff@(posedge CLK) begin
    if(!resetn) begin
        load_en = 1'b0;
    end else if(~w_empty)begin
        load_en = 1'b1;
    end
end  
assign MOSI = serial_out;
always_ff@(posedge CLK, negedge resetn)
begin
    if(resetn == 1'b0)
    begin
        w_rd_en <= 1'b0;
        In_PISO <= 'b0;
        PISO_data_valid <= 1'b0;
        serial_out <= 1'bz;
    end
    else if(load_en == 1'b1 && ps == IDLE)
    begin
        w_rd_en <= 1'b1;
        In_PISO <= w_dout;
        PISO_data_valid <= w_valid;
        serial_out <= 1'bz;
    end
    else if (shift == 1'b1)
    begin
        w_rd_en <= 1'b0;
        PISO_data_valid <= 1'b1;
        serial_out <= In_PISO[16];
        In_PISO <= In_PISO << 1;   
    end
    else
    begin
        w_rd_en <= 1'b0;
        PISO_data_valid <= 1'b0;
        serial_out <= 1'bz;
        In_PISO <= In_PISO;
    end
end
always_ff @ (posedge CLK, negedge resetn)
begin
    if(resetn == 1'b0)
    begin
        Wr <= 1'b0;
    end
    else if(ps == READ_FIFO_0)
    begin
        Wr <= In_PISO[16];
    end
    else
    begin
        Wr <= Wr;
    end
end 
always_ff @ (posedge CLK, negedge resetn)
begin
    if(resetn == 1'b0)
    begin
        ps <= IDLE;
    end
    else
    begin
        ps <= ns;
    end
end
always_comb
begin
    case(ps)
        IDLE:begin
                      count_start <= 1'b0;
                      shift <= 1'b0;
                      if(PISO_data_valid == 1'b0)
                      begin
                          SCLK <= 1'b0;
                          CS_n <= 1'b1;
                          ns <= IDLE;
                          R_wr_en <= 1'b0;  
                      end
                      else
                      begin
                          SCLK <= CLK;
                          CS_n <= 1'b0;
                          ns <= READ_FIFO_0;
                          R_wr_en <= 1'b0;  
                      end
        end
        READ_FIFO_0:begin
                       SCLK <= CLK;
                       CS_n <= 1'b0;
                       count_start <= 1'b0;
                       ns <= READ_ADDR;
                       R_wr_en <= 1'b0;
                       shift <= 1'b1;    
        end
        READ_ADDR:begin
                        SCLK <= CLK;
                        CS_n <= 1'b0;
                        count_start <= 1'b1;
                        shift <= 1'b1;
                        if(count < 3'b111)
                        begin
                            ns <= READ_ADDR;
                            R_wr_en <= 1'b0;
                        end
                        else
                        begin
                            count_start <= 1'b0;
                            ns <= READ_WR_DATA;
                            R_wr_en <= 1'b0;
                        end
        end
       READ_WR_DATA:begin
                        SCLK <= CLK;
                        CS_n <= 1'b0;
                        count_start <= 1'b1;
                        if(Wr == 1'b0)
                                shift <= 1'b0;
                            else
                                shift <= 1'b1;
                        if(count < 3'b111)
                        begin
                            ns <= READ_WR_DATA;
                            R_wr_en <= 1'b0;
                        end
                        else
                        begin
                            if(Wr == 1'b0) begin
                                R_wr_en <= 1'b1;  
                                ns <= IDLE;
                            end else begin
                                R_wr_en <= 1'b0;
                                ns <= SHIFT_ZERO;
                            end
                        end
       end 
       SHIFT_ZERO : begin
                        SCLK <= CLK;
                        CS_n <= 1'b0;
                        count_start <= 1'b1;
                        R_wr_en <= 1'b0;
                        shift <= 1'b0;
                        ns <= IDLE;    
       end
       default : begin
                    SCLK <= 1'b0;
                    CS_n <= 1'b1;
                    count_start <= 1'b1;
                        R_wr_en <= 1'b0;
                        shift <= 1'b0;
                        ns <= IDLE;
       end
    endcase 
end
assign r_din = R_SIPO;
always_ff @(posedge CLK, negedge resetn)
begin
    if(resetn == 1'b0)
    begin
        R_SIPO <= 'b0;    
    end
    else if(ps == READ_WR_DATA && Wr == 0)
    begin
        R_SIPO <= {MISO, R_SIPO[DATA_WIDTH-1:1]};
    end
    else
    begin
        R_SIPO <= R_SIPO;
    end
end
always_ff @(posedge CLK, negedge resetn)
begin
    if(resetn == 1'b0)
    begin
        r_wr_en <= 'b0;    
    end
    else
    begin
        r_wr_en <= R_wr_en;
    end
end
endmodule
File: flow/run.sh
#!/bin/bash
# OpenROAD 26Q1-2900-gdf79404cd8, Yosys 0.63+post, stock flow scripts
make -C /OpenROAD-flow-scripts/flow DESIGN_CONFIG=/design/flow/config.mk WORK_HOME=/design/flow/orfs finish
File: flow/config.mk
export PLATFORM = sky130hd
export DESIGN_NAME = SPI
export DESIGN_NICKNAME = SPI
export VERILOG_FILES = /design/flow/design.v
export SDC_FILE = /design/flow/constraint.sdc
export NUM_CORES = 4
export LEC_CHECK = 1
export CORE_UTILIZATION = 40
File: flow/constraint.sdc
current_design SPI

set clk_period 3.4
set clk_io_pct 0.2

create_clock -name clk0 -period $clk_period [get_ports {CLK}]

set non_clock_inputs [all_inputs -no_clocks]
set_input_delay [expr $clk_period * $clk_io_pct] -clock clk0 $non_clock_inputs
set_output_delay [expr $clk_period * $clk_io_pct] -clock clk0 [all_outputs]
==> impl_metrics.yaml <==
# flow metrics
clock_network:
  holdBufCountCts: 0
  worstSkewPairLatency_ns: 0.39
  cts_tree: "built"
  postCtsSetupBuffers: 0
  clk_pin_slew_ns: 0.07
  cts_resized: 0
synthesis:
  ys_warn_count: 4
  ff_type: "dfrtp_1"
  edf_count: 0
  ys_area_um2: 1710
  netlist_area_um2: 1710
  ys_ff: 39
  ys_cells: 113
  syn_inst: 113
  syn_avg_cell_area_um2: 15.1
  async_flop_share_pct: 97.4
  yosysSeqAreaShare_pct: 56.8
  synth_cell_types: 26
worst_setup_path:
  end_kind: "output pin"
  startpoint: "CLK"
  r2r_cells: 3
  critPathKind: "clock port to output pin"
  r2r-start: "ps[0]$_DFF_PN1_"
  reg2reg_to: "In_PISO[4]$_DFFE_PN0P_"
  cp.arrival_ns: 2.45
  r2r_slack_ns: 1.63
  cp_max_fo: 2
  start_kind: "clock port"
  worstPathRequired_ns: 2.72
flow_run:
  cap_violations: 0
  stage_log_warnings: 27
detailed_routing:
  vias: 1013
  drt_iter0_drc: 84
  first_pass_iters: 2
  diodes: 0
  final_antenna_net_count: 0
  finalWirelength_mm: 2.77
  vias_per_cell: 4.92
  wl_per_cell_um: 13.5
  drc: 0
final_timing:
  final.setup.worst_slack_ns: 0.268
  worst_pin_slew_ns: 0.557
  skew_ns: 0.00451
  drv_slew: 0
  rsz0062_at_grt: "no"
  slew_headroom_pct: 62.8
  hold_viol: 0
  timing.hold.ws_ns: 0.222
  setup_violations: 0
  timing.setup.tns_ns: 0
power_and_ir_drop:
  leakage_nw: 1.12
  power_density_nw_per_um2: 400
  finalPower_w: 0.000886
  vdd.ir_drop.worst_v: 0.000224
grt:
  grt_max_degree: 21
  gr-total-overflow: 0
  grt_util_all_layers_pct: 14.5
  grt_pass1_wl_mm: 4.67
  grt_pass1_vias: 1080
  antenna_found_initial: 0
final_layout:
  area_growth_syn_to_layout_pct: 29.5
  drive_above_1_share_pct: 37.2
  finalNonFillerCells: 206
  lay_top_count: "dfrtp_1"
  lay_top_cells: "dfrtp_1 (37), clkdlybuf4s50_1 (33), mux2_2 (27), mux2_4 (16), clkbuf_8 (8)"
placement:
  pre_cts_slack_ns: 0.520
  dp_hpwl_mm: 1.87
  placed_cells: 195
  gp_congestion: 0.768
  io_buffers: 34
die:
  fp.dieH_um: 67.4
  die_w_um: 67.4
  std_cell_rows: 23
  fp_util_pct: 42.2
  coreArea_um2: 4060
  num_io_pins: 35
  die_area_um2: 4540
status:
  outcome: "finished, final reports clean"
worst_hold_path:
  min_path_type: "primary input to async pin"
-- flip-flops by register name, summed over array words and instances (netlist names), 3 cells and up, named ones only --
name,flops
R_SIPO,8
In_PISO,17
count,3
ps,4
-- worst max-delay path, stage by stage --
cell	delay, ns
clkbuf_8	0.11
clkbuf_8	0.12
a21boi_0	0.11
clkdlybuf4s50_1	0.42
-- Yosys cell counts, types with 2 or more instances --
| library cell | number | share of area [%] |
|---|---|---|
| dfrtp_1 | 37 | 54 |
| mux2_2 | 27 | 18 |
| mux2_4 | 16 | 14 |
| inv_1 | 5 | 1.1 |
| nor2_1 | 5 | 1.1 |
| a21boi_0 | 2 | 0.88 |
| nand2_1 | 2 | 0.44 |
-- metrics by stage --
step	area, um2	util (%)
6_report	2210	54.6
4_1_cts	2210	54.6
3_3_place_gp	2090	51.6
5_1_grt	2210	54.6
2_1_floorplan	1710	-
3_5_place_dp	2090	51.6
-- cell families (layout without fill, tap and decap cells) --
kind of cell | Yosys count | after routing | share of synthesized area [%]
AOI/OAI and AO/OA | 7 | 7 | 3.15
and+or+nand+nor | 14 | 14 | 4.46
adders and majority gates | 1 | 1 | 0.731
buffers and inverters | 8 | 51 | 2.49
muxes | 43 | 43 | 31.8
xor gates and xnor gates | 1 | 1 | 0.512
DFF | 39 | 39 | 56.8
-- power by group --
group          internal [W]  switching (W)  leakage (nW)
Clock              0.000221       0.000163        0.0694
Combinational     0.0000231      0.0000122         0.517
Sequential         0.000465     0.00000121         0.529
Total              0.000709       0.000177          1.12
-- layer usage --
metal  global-route usage [%]  vias to the layer above  wire [um]
met3                     5.14                       10        146
met5                        0                        -          0
met2                     21.6                       25       1300
met1                     19.8                      499       1260
met4                     5.59                        0         63
li1                         -                      479          -
-- worst max-delay path by stage --
stage | end | slack (ns) | cells past startpoint
finish | SCLK | 0.27 | 4
CTS | SCLK | 0.25 | 4
global route | SCLK | 0.22 | 4
-- final cells by class --
| class | count | area (um2) |
|---|---|---|
| multi-input combinational | 66 | 696 |
| inverter | 5 | 18.8 |
| clock buffer | 11 | 128 |
| clock inverter | 1 | 5.00 |
| sequential | 39 | 972 |
| fill | 329 | 1840 |
| tap | 50 | 62.6 |
| timing repair buffer | 34 | 333 |
Power figures rest on the tool's default switching activity, not on a simulated workload.
