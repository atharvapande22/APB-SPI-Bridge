--- config.mk ---
export PLATFORM = sky130hd
export DESIGN_NAME = APB
export DESIGN_NICKNAME = APB
export VERILOG_FILES = /design/flow/design.v
export SDC_FILE = /design/flow/constraint.sdc
export NUM_CORES = 4
export LEC_CHECK = 1
export CORE_AREA = 10 10 70 70
export DIE_AREA = 0 0 80 80
--- constraint.sdc ---
current_design APB

set clk_period 1.8
set clk_io_pct 0.2

create_clock -name clk0 -period $clk_period [get_ports {PCLK}]

set non_clock_inputs [all_inputs -no_clocks]
set_input_delay [expr $clk_period * $clk_io_pct] -clock clk0 $non_clock_inputs
set_output_delay [expr $clk_period * $clk_io_pct] -clock clk0 [all_outputs]
--- design.v ---
`timescale 1ns / 1ps
module APB #(parameter WIDTH = 8)(
    input                    PCLK,
    input                    PRESET_N,
    input                    PSEL,
    input        [WIDTH-1:0] PADDR,
    input        [WIDTH-1:0] PWDATA,
    input                    PENABLE,
    input                    PWRITE,
    output logic             PREADY,
    output logic             PSLVERR,
    output logic [WIDTH-1:0] PRDATA,
    input                    w_full,
    input                    w_wr_ack,
    input                    w_wr_rst_busy,
    input                    w_rd_rst_busy,
    output logic             w_wr_en,
    output logic [WIDTH*2:0] w_din, 
    input                    r_empty,
    input                    r_valid,
    input                    r_wr_rst_busy,
    input                    r_rd_rst_busy,
    input        [WIDTH-1:0] r_dout,
    output logic             r_rd_en   
    );
    reg [2:0] next_state, present_state;  
    localparam IDLE  = 3'b001;
    localparam SETUP  = 3'b010;
    localparam ACCESS = 3'b100;
    always_ff@(posedge PCLK) begin
        if(!PRESET_N) begin
            present_state <= IDLE;
        end else begin
            present_state <= next_state;
        end
    end
    always_comb begin
        {PREADY,PSLVERR,w_wr_en,r_rd_en} = 'b0;
        w_din   = {PWRITE,PADDR,PWDATA};
        PRDATA  = r_dout;
        case(present_state)
            IDLE : begin
                        if(PSEL && !PENABLE) begin
                            next_state = SETUP;
                        end else begin
                            next_state = IDLE;
                        end
                    end
            SETUP : begin
                        if(PWRITE) begin
                            w_wr_en = 1'b1;
                            r_rd_en = 1'b0;
                        end else begin
                            w_wr_en = 1'b1;
                        end 
                        if(PSEL && PENABLE) begin
                            next_state = ACCESS;
                        end else begin
                            next_state = IDLE;
                        end
                    end
            ACCESS : begin
                        if(PSEL && PENABLE) begin
                            if(PWRITE & !w_full) begin
                                if(w_wr_ack) begin
                                    PREADY     = 1'b1;
                                    next_state = IDLE;
                                end else begin
                                    PREADY     = 1'b0;
                                    next_state = ACCESS;
                                end
                            end else if (PWRITE & w_full) begin
                                PSLVERR    = 1'b1;
                                PREADY     = 1'b1;
                                next_state = IDLE;
                            end else if (!PWRITE & !r_empty) begin
                                r_rd_en = 1'b1;
                                if(r_valid) begin
                                    PREADY     = 1'b1;
                                    next_state = IDLE;
                                end else begin
                                    PREADY     = 1'b0;
                                    next_state = ACCESS;
                                end
                            end else if (!PWRITE & r_empty) begin
                                if(r_valid) begin
                                    PREADY     = 1'b1;
                                    next_state = IDLE;
                                end else begin
                                    PREADY     = 1'b0;
                                    next_state = ACCESS;
                                end
                            end else begin
                                PSLVERR    = 1'b1;
                                PREADY     = 1'b1; 
                                next_state = IDLE;
                            end
                        end else begin
                            PSLVERR    = 1'b1;
                            next_state = IDLE;
                        end
                     end
            default : next_state = IDLE;
        endcase
    end
endmodule
--- run.sh ---
#!/bin/bash
# OpenROAD 26Q1-2900-gdf79404cd8, Yosys 0.63+post, stock flow scripts
make -C /OpenROAD-flow-scripts/flow DESIGN_CONFIG=/design/flow/config.mk WORK_HOME=/design/flow/orfs finish
==> results.toml <==
# yosys + openroad results
[setup_path]
crit_type = "input pin to primary output"
rr_worst_depth = 2
r2r_start = "present_state[2]$_DFF_P_"
crit_chain = "clkdlybuf4s50_1 > nand3_1 > nor3_1 > dlygate4sd2_1"
r2r_end = "present_state[0]$_DFF_P_"
reg2reg_slack_ps = 890
crit_required_ps = 1440
path_max_fanout = 2
slowest_delay_ps = 470
arrival_ps = 1330
slowest_stage = "clkdlybuf4s50_1"
cp_top_family = "buffers and inverters"
crit_path_start_kind = "input pin"
critPathBufInv = 2
end_kind = "primary output"

[cts]
clock_sink_count = 3
clk_pin_slew_ps = 30
cts_tree = "built"
root_buffer = "clkbuf_4"
numCtsBuffers = 3
hold_buffers = 0
clk-insertion-delay-late_ps = 230
cts_max_level = 1
clock_path_buffers = 2
cts_setup_buffers = 0

[finish]
area_growth_pct = 17.1
top_regs = "present_state x3"
drive_gt1_share_pct = 23.1
top_register = "present_state"
largest_reg_flops = 3

[final_timing]
slew_viol_final = 0
layout_min_cycle_time_ps = 1690
rsz0062_at_grt = "false"
timing.fmax_ghz = 0.591
tightest_slew_ps = 262
whs_ps = 554
period_used_pct = 94.1
fin_worst_skew_ps = 0.195
maxSlewHeadroom_pct = 82.3
setup_viol = 0
hold_viol_final = 0
fin_ws_ps = 107

[synth]
top_area_share_pct = 53.6
yosys_warnings = 1
synthDistinctLibCells = 17
synth_flops = 3
yosys_area_um2 = 350
avgSynthCellArea_um2 = 7.96
synth_seq_share_pct = 17.1
area_leaders = "buf_4, dfxtp_1, and4b_2, a22o_1, a2bb2oi_1"
ys_async_sr_fraction_pct = 0
synthMostInstantiatedCell = "buf_4"
largest_area_cell = "buf_4"
synthTopCellsByCount = "buf_4, dfxtp_1, nor2_1"
synthFlopType = "dfxtp_1"
ys_cells = 44
syn_area_um2 = 350
enable_flop_cells = 0
syn_inst = 44

[grt]
gr-usage-all-layers_pct = 2.29
grt_pass1_vias = 239
antenna_found_initial = 0
grt_overflow_total = 0
grt_start_max_net_pins = 6
grt_pass1_wl_um = 1150

[detailed_routing]
dr.first_iter.drc_count = 11
diodes = 0
postRouteAntennaNets = 0
wl_per_cell_um = 10.3
drc = 0
wl_um = 878
drt_pre_antenna_iters = 3
vias = 233
viasPerCell = 2.74

[floorplan]
core-area_mm2 = 0.00342
fp_util_pct = 10.3
dieHeight_um = 80
num_rows = 21
die_width_um = 80
dieArea_mm2 = 0.00640
ios = 66

[run_status]
status = "completed"

[flow_run]
warnings = 30
drv_cap = 0

[min_path]
holdPathEnd = "present_state[1]$_DFF_P_"
hold_depth = 1
hp-start = "present_state[2]$_DFF_P_"
hp-class = "flop to flop"

[power]
power.density_mw_per_mm2 = 558
power.total_uw = 229
power.leakage_nw = 0.177
max-vdd-ir-drop_mv = 0.0876

[place]
dp_slack_ps = -196
gp_congestion = 0.777
port_buffers = 13
## what timing repair did
action	4_1_cts	5_1_grt
resized	5	2
pin swaps	1	1
endpoints found under the setup margin	3	1
## logic make-up after synthesis
| logic type | share of synthesized area, % |
|---|---|
| flip-flops | 17.1 |
| AND-OR/OR-AND | 11.1 |
| AND/OR/NAND/NOR | 17.1 |
| buffers and inverters | 54.6 |
## cell type report
type	instances	area, um2
flip-flops and latches	3	60.1
repair buffers	16	150
inverters	1	3.75
fillers	387	3010
multi-input cells	15	113
well taps	46	57.6
clock buffers	4	26.3
## worst max path at each step
stage	startpoint	end	slack, ps	depth (start not counted)
4_1_cts	w_full	PREADY	-150	5
5_1_grt	PENABLE	r_rd_en	40	4
6_report	PENABLE	r_rd_en	110	4
## routing by layer
| layer | part of all wire [%] | vias to the layer above | global-route usage (%) | routed length (um) |
|---|---|---|---|---|
| li1 | - | 115 | - | - |
| met1 | 38 | 95 | 2.05 | 334 |
| met2 | 36 | 23 | 2.89 | 318 |
| met3 | 26 | 0 | 3.18 | 226 |
| met4 | 0 | 0 | 0.704 | 0 |
| met5 | 0 | - | 0 | 0 |
## power by group
group | leakage, nW | switching (mW) | internal, mW | total [mW]
registers | 0.0246 | 0.00182 | 0.0697 | 0.0716
clock network | 0.0150 | 0.0308 | 0.0828 | 0.114
logic | 0.137 | 0.0141 | 0.0299 | 0.0440
## metrics by stage
step           cell area, um2  TNS (ps)  cells  util (%)
2_1_floorplan             350         0     44         -
3_5_place_dp              373      -576     81      10.9
4_1_cts                   400      -152     85      11.7
6_report                  410         0     85      12.0
5_1_grt                   410         0     85      12.0
3_3_place_gp              373      -543     81      10.9
## cell usage in the layout, fill, tap and decap left out, types with 2 or more instances in the layout
master / n
clkdlybuf4s50_1: 8
clkbuf_4: 3
dfxtp_1: 3
nor2_1: 2
dlygate4sd2_1: 4
buf_4: 3
Power is estimated from default activity; no workload was simulated.
